[/design/flow/config.mk]
export PLATFORM = sky130hd
export DESIGN_NAME = vga_display
export DESIGN_NICKNAME = vga_display
export VERILOG_FILES = /design/flow/design.v
export SDC_FILE = /design/flow/constraint.sdc
export NUM_CORES = 4
export LEC_CHECK = 1
export CORE_AREA = 10 10 111 111
export DIE_AREA = 0 0 121 121
[/design/flow/design.v]
`timescale 1ns / 1ps
module vga_controller_640_60 (rst,pixel_clk,HS,VS,hcounter,vcounter,blank);
	input rst, pixel_clk;	 
	output reg HS, VS, blank;	 
	output reg [10:0] hcounter, vcounter;	 
	parameter HMAX = 800; 	 
	parameter VMAX = 525; 	 
	parameter HLINES = 640;	 
	parameter HFP = 648; 	 
	parameter HSP = 744; 	 
	parameter VLINES = 480;	 
	parameter VFP = 482; 	 
	parameter VSP = 484; 	 
	parameter SPP = 0;		 
	wire video_enable;	 
	always@(posedge pixel_clk)begin
		blank <= ~video_enable; 
	end
	always@(posedge pixel_clk)begin
		if(rst == 1) hcounter <= 0;
		else if (hcounter == HMAX) hcounter <= 0;
		else hcounter <= hcounter + 1'b1;
	end
	always@(posedge pixel_clk)begin
		if(rst == 1) vcounter <=0;
		else if(hcounter == HMAX) begin
			if(vcounter == VMAX) vcounter <= 0;
			else vcounter <= vcounter + 1'b1; 
		end
	end
	always@(posedge pixel_clk)begin
		if(hcounter >= HFP && hcounter < HSP) HS <= SPP;
		else HS <= ~SPP; 
	end
	always@(posedge pixel_clk)begin
		if(vcounter >= VFP && vcounter < VSP) VS <= SPP;
		else VS <= ~SPP; 
	end
	assign video_enable = (hcounter < HLINES && vcounter < VLINES) ? 1'b1 : 1'b0;
endmodule
`timescale 1ns / 1ps
module vga_display(rst, clk, R, G, B, HS, VS, R_control, G_control, B_control);
	input rst;	 
	input clk;	 
	input [2:0] R_control, G_control;
	input [1:0] B_control; 
	output reg [2:0] R, G;
	output reg [1:0] B;
	output HS;
	output VS;
	wire [10:0] hcount, vcount;	 
	wire blank;	 
	wire figure;	 
	parameter N = 2;	 
	reg clk_25Mhz;
	reg [N-1:0] count;
	always @ (posedge clk) begin
		count <= count + 1'b1;
		clk_25Mhz <= count[N-1];
	end
	vga_controller_640_60 vc(
		.rst(rst), 
		.pixel_clk(clk_25Mhz), 
		.HS(HS), 
		.VS(VS), 
		.hcounter(hcount), 
		.vcounter(vcount), 
		.blank(blank));
	assign figure = ~blank & (hcount >= 300 & hcount <= 500 & vcount >= 167 & vcount <= 367);
	always @ (posedge clk) begin
		if (figure) begin	 
			R = R_control;
			G = G_control;
			B = B_control;
		end
		else begin	 
			R = 0;
			G = 0;
			B = 0;
		end
	end
endmodule
[/design/flow/run.sh]
#!/bin/bash
# OpenROAD 26Q1-2900-gdf79404cd8, Yosys 0.63+post, stock flow scripts
make -C /OpenROAD-flow-scripts/flow DESIGN_CONFIG=/design/flow/config.mk WORK_HOME=/design/flow/orfs finish
[/design/flow/constraint.sdc]
current_design vga_display

set clk_period 1.0
set clk_io_pct 0.2

create_clock -name clk0 -period $clk_period [get_ports {clk}]

set non_clock_inputs [all_inputs -no_clocks]
set_input_delay [expr $clk_period * $clk_io_pct] -clock clk0 $non_clock_inputs
set_output_delay [expr $clk_period * $clk_io_pct] -clock clk0 [all_outputs]
==> reports/qor.yml <==
outcome: "complete, no violations"
power_leakage_nw: 0.657
antenna_found_initial: 0
synth_chip_area_um2: 1740
skew_ns: 0.0000733
syn_inst: 196
rrSetupSlack_ns: 0.43
die_area_um2: 14600
crit_slowest_cell: "dfxtp_1"
power_mw: 0.923
cp-startpoint: "B[0]$_SDFF_PN0_"
overflow: 0
rsz0062_at_grt: "no"
regToRegStartpoint: "count[0]$_DFF_P_"
detail_route.wl_per_cell_um: 10.6
cts_buffers: 3
setup_viol: 0
finalNonFillerCells: 340
cts_max_level: 1
untimed_endpoints: 27
die-height_um: 121
critPathTopFamily: "flip-flops"
ir_drop_v: 0.000259
antenna_cells: 0
path_max_fanout: 1
hold_depth: 0
yosys_warnings: 2
warning_count: 27
relSlewSlack_pct: 47.5
drtAntennaViolNets: 0
chipWidth_um: 121
worst_setup_path_end_kind: "output pin"
yosysCellCount: 196
post-route-util_pct: 20.9
grt_pass1_vias: 1284
dr.pass1.iters: 4
drtIter0Drc: 62
crit_buf_inv: 1
cpPeakStageDelay_ns: 0.29
finalWeightedCongestion: 0.856
async_flop_share_pct: 0
synth_top_cell_by_count: "dfxtp_1"
gr-usage-all-layers_pct: 4.95
post_cts_buffers: 0
ys.flop_type: "dfxtp_1"
fin_tns_setup_ns: 0
hp-class: "register to register"
crit_type: "register to output pin"
clk_latency_ns: 0.23
syn_area_um2: 1740
drt_wl_total_um: 3590
fmax_ghz: 1.05
placed_cell_area_um2: 2030
row_count: 36
cts_buffer_depth: 2
tightest_slew_ns: 0.787
path_clk_slew_ns: 0.05
reg2reg_depth: 1
top_cell_area_share_pct: 41.3
maxCapViolations: 0
via_per_inst: 3.99
maxSlewViolCount: 0
finalClockPeriodUsage_pct: 95.2
layout-drive-gt1-share_pct: 5.31
r2r_end: "count[1]$_DFF_P_"
unclocked_pins: 25
min_from: "count[1]$_DFF_P_"
clockRootBuffer: "clkbuf_8"
crit_chain: "dlygate4sd2_1"
cts_tree: "built"
crit_required_ns: 0.80
place_inst: 336
grt_max_degree: 26
portBuffers: 19
edf_count: 0
floorplan.core_util_pct: 17.7
top_cells_by_area: "dfxtp_1, nor3b_1, nor2_1"
synth_area_leader_cell: "dfxtp_1"
crit_path_start_kind: "register"
period_needed_ns: 0.952
hold_end: "clk_25Mhz$_DFF_P_"
ios: 20
area_growth_pct: 18.1
grt_pass1_wl_um: 6280
post-route-drc-count: 0
cp_num_cells: 1
p_per_area_nw_per_um2: 448
synth_area_per_cell_um2: 8.90
ys_ff: 36
synth.distinct_cells: 42
hpwlAfterDp_um: 2680
critPathArrivalTime_ns: 0.75
core_um2: 9860
stdcell_area_um2: 2060
synthTopCellsByCount: "dfxtp_1, nor2_1, inv_1"
hold_viol: 0
ys_seq_share_pct: 41.3
vias: 1356
power breakdown:
part | total [mW] | switching (mW) | leakage, nW | internal, mW
registers | 0.440 | 0 | 0.291 | 0.440
clock network | 0.425 | 0.147 | 0.0228 | 0.278
logic | 0.0584 | 0.0214 | 0.344 | 0.0370
total | 0.923 | 0.168 | 0.657 | 0.755
worst max path at each step:
stage | end
CTS | R[2]
global route | R[2]
finish | B[0]
cell type report:
| type | count | area, um2 |
|---|---|---|
| clock buffers | 4 | 45.0 |
| fillers | 1068 | 7800 |
| inverters | 14 | 52.6 |
| multi-input cells | 134 | 896 |
| flip-flops and latches | 36 | 721 |
| well taps | 133 | 166 |
| repair buffers | 19 | 180 |
per-layer routing:
| layer | up-vias | wire length [um] | global-route usage [%] |
|---|---|---|---|
| li1 | 718 | - | - |
| met5 | - | 0 | 0 |
| met2 | 13 | 1770 | 8.16 |
| met1 | 625 | 1740 | 7.23 |
| met3 | 0 | 81 | 0.378 |
| met4 | 0 | 0 | 0.302 |
cell families (layout without fill, tap and decap cells):
group | count (synthesis) | in the layout | synth area share (%)
AND-OR/OR-AND | 28 | 28 | 10.5
XOR/XNOR | 10 | 10 | 5.02
adder cells (fa/ha/maj) | 4 | 4 | 2.87
buffers and inverters | 26 | 37 | 7.32
flip-flops | 36 | 36 | 41.3
AND/OR/NAND/NOR | 92 | 92 | 32.9
state kept, by name, summed over array words and instances (netlist names):
register	cells
vc.VS	1
vc.vcounter	11
count	2
vc.blank	1
B	2
G	3
R	3
clk_25Mhz	1
vc.hcounter	11
vc.HS	1
timing repair:
action | CTS | global route
endpoints found under the setup margin | 8 | 0
gates resized | 8 | 0
hold buffers | 0 | 0
cells in the final DEF (no fill, tap or decap), types with 2 or more instances in the layout:
cell	synthesis	layout
a211oi_1	2	2
a21oi_1	11	11
and3_1	2	2
and4_1	4	4
clkbuf_8	0	3
clkdlybuf4s50_1	0	11
dfxtp_1	36	36
dlygate4sd2_1	0	8
ha_1	4	4
inv_1	14	14
nand2_1	10	10
nand2b_1	4	4
nand3_1	12	12
nand3b_1	4	4
nand4_1	7	7
nor2_1	17	17
nor3_1	2	2
nor3b_1	9	9
nor4_1	4	4
o211ai_1	2	2
o21ai_0	3	3
o32ai_1	7	7
or3_1	5	5
xnor2_1	4	4
xor2_1	6	6
metrics by stage:
stage          worst slack [ns]  hold WS, ns
6_report                 0.0484        0.361
5_1_grt                  0.0133        0.371
3_5_place_dp             0.0388        0.357
3_3_place_gp             0.0475        0.353
4_1_cts                  0.0328        0.364
2_1_floorplan             0.446        0.349
No activity file was given, so power comes from the tool's default toggle rates.
