===== design.v =====
`timescale 1ns / 1ps
module vga_controller_640_60 (rst,pixel_clk,HS,VS,hcounter,vcounter,blank);
	input rst, pixel_clk;	 
	output reg HS, VS, blank;	 
	output reg [10:0] hcounter, vcounter;	 
	parameter HMAX = 800; 	 
	parameter VMAX = 525; 	 
	parameter HLINES = 640;	 
	parameter HFP = 648; 	 
	parameter HSP = 744; 	 
	parameter VLINES = 480;	 
	parameter VFP = 482; 	 
	parameter VSP = 484; 	 
	parameter SPP = 0;		 
	wire video_enable;	 
	always@(posedge pixel_clk)begin
		blank <= ~video_enable; 
	end
	always@(posedge pixel_clk)begin
		if(rst == 1) hcounter <= 0;
		else if (hcounter == HMAX) hcounter <= 0;
		else hcounter <= hcounter + 1'b1;
	end
	always@(posedge pixel_clk)begin
		if(rst == 1) vcounter <=0;
		else if(hcounter == HMAX) begin
			if(vcounter == VMAX) vcounter <= 0;
			else vcounter <= vcounter + 1'b1; 
		end
	end
	always@(posedge pixel_clk)begin
		if(hcounter >= HFP && hcounter < HSP) HS <= SPP;
		else HS <= ~SPP; 
	end
	always@(posedge pixel_clk)begin
		if(vcounter >= VFP && vcounter < VSP) VS <= SPP;
		else VS <= ~SPP; 
	end
	assign video_enable = (hcounter < HLINES && vcounter < VLINES) ? 1'b1 : 1'b0;
endmodule
`timescale 1ns / 1ps
module vga_display1(commandx, commandy, rst, clk, R, G, B, HS, VS, R_control, G_control, B_control);
	input rst;	 
	input clk;	 
	input commandx, commandy;
	input [2:0] R_control, G_control;
	input [1:0] B_control; 
	output reg [2:0] R, G;
	output reg [1:0] B;
	output HS;
	output VS;
	wire [10:0] hcount, vcount;	 
	wire blank;	 
	wire figure;
	parameter step = 2;  
	parameter N = 2;	 
	reg clk_25Mhz;
	reg [N-1:0] count;
	always @ (posedge clk) begin
		count <= count + 1'b1;
		clk_25Mhz <= count[N-1];
	end
	vga_controller_640_60 vc(
		.rst(rst), 
		.pixel_clk(clk_25Mhz), 
		.HS(HS), 
		.VS(VS), 
		.hcounter(hcount), 
		.vcounter(vcount), 
		.blank(blank));
	reg [9:0] x = 300;  
	reg [9:0] y = 167;  
	assign figure = ~blank & (hcount >= x & hcount <= x+200 & vcount >= y & vcount <= y+200);
	always@(posedge clk)begin
	if (commandx == 1) 
	x = x + step;
	else if (commandy == 1) 
	y = y - step;
	end
	always @ (posedge clk) begin
		if (figure) begin	 
			R = R_control;
			G = G_control;
			B = B_control;
		end
		else begin	 
			R = 0;
			G = 0;
			B = 0;
		end
	end
endmodule

===== run.sh =====
#!/bin/bash
# OpenROAD 26Q1-2900-gdf79404cd8, Yosys 0.63+post, stock flow scripts
make -C /OpenROAD-flow-scripts/flow DESIGN_CONFIG=/design/flow/config.mk WORK_HOME=/design/flow/orfs finish

===== config.mk =====
export PLATFORM = sky130hd
export DESIGN_NAME = vga_display1
export DESIGN_NICKNAME = vga_display1
export VERILOG_FILES = /design/flow/design.v
export SDC_FILE = /design/flow/constraint.sdc
export NUM_CORES = 4
export LEC_CHECK = 1
export CORE_UTILIZATION = 40

===== constraint.sdc =====
current_design vga_display1

set clk_period 4.9
set clk_io_pct 0.2

create_clock -name clk0 -period $clk_period [get_ports {clk}]

set non_clock_inputs [all_inputs -no_clocks]
set_input_delay [expr $clk_period * $clk_io_pct] -clock clk0 $non_clock_inputs
set_output_delay [expr $clk_period * $clk_io_pct] -clock clk0 [all_outputs]

==> results.ini <==
[outcome]
outcome = completed

[layout]
n_fill_cell = 737
area_growth_pct = 13.41
stdcell_count = 463
drive_gt1_frac = 0.03601

[route]
wirelength_um = 6159
ant_nets = 0
vias_per_cell = 5.073
routedWlPerCell_um = 13.30
drt_iter0_drc = 65
dr.pass1.iters = 4
diodes = 0
drcViolationCount = 0
dr_total_vias = 2349

[clock_tree]
clock.latency.late_pin_ps = 280
max-clock-path-buffers = 2
clkTransAtPathRegs_ps = 60
cts_tree = built
cts_hold_buffers = 0
cts_buffers = 5
postCtsResizedCells = 0
cts_root_buf = clkbuf_8
post_cts_buffers = 0
htreeDepth = 2

[synth]
ys_area_um2 = 3257
synthDistinctLibCells = 39
yosys_warnings = 2
synth.yosys.seq_area_share = 0.3872
synth_flops = 54
synthCells = 335
avgSynthCellArea_um2 = 9.722
ys_cells = 335
netlist_area_um2 = 3257

[timing]
unconstrained_endpoints = 27
fmax_mhz = 349.2
skew_ps = 5.243
rsz0062_at_grt = no
maxSlewHeadroom = 0.4841
min_period_ps = 2864
report.final.slew_viol_count = 0
worstMarginPinSlew_ps = 772.3
setup_violations = 0
finalCritPeriodShare = 0.5844
hold_viol = 0
final.setup.tns_ps = 0
holdWs_ps = 366.1
unclocked_pins = 25

[global_routing]
antenna_found_initial = 0
grt_max_degree = 26
grt_pass1_wl_um = 11050
grt_util_all_layers = 0.1652
gr-total-overflow = 0
first_global_vias = 2376

[pwr]
clkPwrFrac = 0.382
p_per_area_nw_per_um2 = 165.7
power_frac_comb = 0.151
swShare = 0.2473
p_leak_nw = 1.504
vdd_drop_max_uv = 173.7
seq_power_share = 0.467
p_total_w = 0.0006120
power_switching_w = 0.0001514
intPower_w = 0.0004606

[worst_setup_path]
critPathRequiredTime_ps = 5080
cp-start-kind = flip-flop
path_class = reg -> reg
worst_ep_arrival_time_ps = 3050
r2r-start = x[3]
rrSetupSlack_ps = 2040
cp-end-kind = flip-flop
r2r_cells = 9
worstPathMaxFanout = 8
r2r-end = G[1]

[hold_path]
worstHoldPathType = reg -> reg
hold_start = count[1]
worstHoldPathCells = 0
hold_end = clk_25Mhz

[floorplanning]
ios = 22
die_h_um = 92.24
core_area_um2 = 7807
initCoreUtil = 0.4171
fp.dieW_um = 92.24
chip_area_um2 = 8507
row_count = 32

[flow_run]
warnings = 30
drv_cap = 0

[place]
hpwl_um = 4822
io_buffers = 21
placed_cells = 455
gp_congestion = 0.8170

==> routing by layer <==
metal / up-vias / share of wire / wire (um) / global-route usage
met2: 18 / 0.47 / 2921 / 0.2724
met4: 0 / 0.0037 / 23 / 0.01042
li1: 1252 / - / - / -
met3: 4 / 0.023 / 139 / 0.02194
met1: 1075 / 0.50 / 3076 / 0.2505
met5: - / 0 / 0 / 0
==> state kept, by name (all words and copies together), names as in the netlist <==
| signal | cells |
|---|---|
| vc.VS | 1 |
| clk_25Mhz | 1 |
| count | 2 |
| R | 3 |
| B | 2 |
| vc.hcounter | 11 |
| vc.blank | 1 |
| y | 9 |
| vc.HS | 1 |
| G | 3 |
| x | 9 |
| vc.vcounter | 11 |
==> synthesized netlist by cell type <==
| master | instances | share of area |
|---|---|---|
| a2111oi_4 | 2 | 0.017 |
| nor4_1 | 13 | 0.025 |
| a41o_1 | 1 | 0.0031 |
| xor2_1 | 10 | 0.027 |
| nor3_1 | 13 | 0.020 |
| edfxtp_1 | 18 | 0.17 |
| nand4_1 | 8 | 0.015 |
| or4_1 | 2 | 0.0046 |
| nand3_1 | 19 | 0.029 |
| nor2b_1 | 3 | 0.0058 |
| nand2b_1 | 4 | 0.0077 |
| a21o_1 | 6 | 0.014 |
| dfxtp_1 | 36 | 0.22 |
| o21ai_0 | 12 | 0.018 |
| nand3_2 | 1 | 0.0031 |
| and4_1 | 1 | 0.0027 |
| a21oi_1 | 12 | 0.018 |
| ha_1 | 43 | 0.17 |
| o31a_1 | 1 | 0.0027 |
| and3_1 | 2 | 0.0038 |
| and2_1 | 2 | 0.0038 |
| buf_2 | 1 | 0.0015 |
| xnor2_1 | 33 | 0.089 |
| a311oi_1 | 1 | 0.0027 |
| o2111ai_1 | 1 | 0.0027 |
| o31ai_1 | 2 | 0.0046 |
| o211ai_1 | 1 | 0.0023 |
| nand4b_1 | 1 | 0.0027 |
| nand2_1 | 15 | 0.017 |
| clkbuf_1 | 2 | 0.0023 |
| and4bb_2 | 1 | 0.0038 |
| nor2_1 | 29 | 0.033 |
| inv_1 | 29 | 0.033 |
| or3_1 | 2 | 0.0038 |
| o41ai_2 | 1 | 0.0050 |
| a211oi_1 | 4 | 0.0092 |
| a221oi_1 | 1 | 0.0027 |
| o221ai_1 | 1 | 0.0027 |
| nor4b_4 | 1 | 0.0073 |
==> through the flow <==
| stage | instance area (um^2) | utilization | worst slack (ps) |
|---|---|---|---|
| 2_1_floorplan | 3257 | - | 2456 |
| 3_3_place_gp | 3582 | 0.4588 | 2106 |
| 3_5_place_dp | 3582 | 0.4588 | 2049 |
| 4_1_cts | 3694 | 0.4731 | 2019 |
| 5_1_grt | 3694 | 0.4731 | 1752 |
| 6_report | 3694 | 0.4731 | 2036 |
==> worst max-delay path by stage <==
stage,from,to,slack [ps],cells after the start
CTS,x[3],R[2],2020,9
global route,x[3],B[0],1750,9
finish,x[3],G[1],2040,9
==> area by class of cell <==
class | instances | area, um^2 | share of cell area
inverter | 29 | 108.9 | 0.02947
sequential | 54 | 1261 | 0.3415
multi-input combinational | 249 | 1874 | 0.5075
clock buffer | 8 | 111.4 | 0.03015
tap | 102 | 127.6 | 0.03455
timing repair buffer | 21 | 210.2 | 0.05691
==> layout by cell type (no fill, tap or decap), types with 13 or more instances in the layout <==
master and n:
ha_1 43, dfxtp_1 36, xnor2_1 33, nor2_1 29
inv_1 29, clkdlybuf4s50_1 21, nand3_1 19, edfxtp_1 18
nand2_1 15, nor4_1 13, nor3_1 13
==> kinds of logic (layout without fill, tap and decap cells) <==
group	Yosys count	in the layout	share of synthesized area
buffers and inverters	32	58	0.03726
xor gates and xnor gates	43	43	0.1156
adders and majority gates	43	43	0.1652
AOI/OAI and AO/OA	46	46	0.1053
DFF	54	54	0.3872
and+or+nand+nor	117	117	0.1894
==> power by group through the flow <==
stage	sequential (W)	combinational [W]	clock, W
CTS	0.000286	0.0000934	0.000240
global route	0.000288	0.000106	0.000251
finish	0.000286	0.0000922	0.000234
==> worst max-delay path, cell delays in order (launching register included) <==
cell	delay, ps
edfxtp_1	490
ha_1	310
a21oi_1	230
a21oi_1	110
xnor2_1	140
ha_1	290
nand4_1	140
o41ai_2	680
o21ai_0	190
nor4_1	190
Power figures rest on the tool's default switching activity, not on a simulated workload.
