==> flow/design.v <==
`timescale 1ns / 1ps
module vga_bsprite(x0, y0, x1, y1, hc, vc, mem_value, rom_addr, R, G, B, blank);
	input [10:0] x0, y0, x1, y1;	 
	input [10:0] hc, vc;	 
	input [7:0] mem_value;	 
	input blank;
	output reg [14:0] rom_addr;	 
	output reg [2:0] R, G;
	output reg [1:0] B;	 
	reg [9:0] x, y;
	parameter IMAGEWIDTH = 1;
	always @ (*) begin
		if (hc >= x0 & hc < x1)		 
			x = hc-x0;	 
		else
			x = 0;
		if (vc >= y0 & vc < y1)		 
			y = vc - y0;	 
		else
			y = 0;
		rom_addr = y * IMAGEWIDTH + x;  
		if (x==0 & y==0)		 
			{R,G,B} = 8'd255;
		else
			{R,G,B} = mem_value;
	end
endmodule
==> flow/run.sh <==
#!/bin/bash
# OpenROAD 26Q1-2900-gdf79404cd8, Yosys 0.63+post, stock flow scripts
make -C /OpenROAD-flow-scripts/flow DESIGN_CONFIG=/design/flow/config.mk WORK_HOME=/design/flow/orfs finish
==> flow/config.mk <==
export PLATFORM = sky130hd
export DESIGN_NAME = vga_bsprite
export DESIGN_NICKNAME = vga_bsprite
export VERILOG_FILES = /design/flow/design.v
export SDC_FILE = /design/flow/constraint.sdc
export NUM_CORES = 4
export LEC_CHECK = 1
export CORE_AREA = 10 10 101 101
export DIE_AREA = 0 0 111 111
==> flow/constraint.sdc <==
current_design vga_bsprite

set clk_period 9.1
set clk_io_pct 0.2

create_clock -name clk0 -period $clk_period

set non_clock_inputs [all_inputs -no_clocks]
set_input_delay [expr $clk_period * $clk_io_pct] -clock clk0 $non_clock_inputs
set_output_delay [expr $clk_period * $clk_io_pct] -clock clk0 [all_outputs]
==> results.cfg <==
; generated from flow reports
[job]
maxCapViolCount = 0
warnings = 33

[placed_design]
dpl.hpwl_mm = 6.00
gp_congestion = 0.834
pre_cts_ws_ps = 823
portBuffers = 93
dp.cells = 522

[setup_path]
crit_start = y0[2]
cp.required_ps = 7280
arrival_ps = 6470
crit_path_start_kind = input pin
critPathKind = in -> out
end_kind = output port
crit_fanout = 10
crit_path_end = rom_addr[9]

[sta]
holdWs_ps = 4650
fin_crit_ps = 8290
rsz0062_at_grt = false
drv_slew = 0
fin_ws_ps = 811
worst_pin_slew_ps = 740
relSlewSlack_pct = 50.3
clock.fmax_mhz = 121
period_used_pct = 91.1
hold_violations = 0
fin_setup_tns_ps = 0
final-setup-viol-count = 0

[clocking]
postCtsSetupRepairBufs = 0
holdBufCountCts = 0
cts_resized = 0

[floorplanning]
io_pins = 98
dieArea_um2 = 12300
fp_util_pct = 28.1
core_area_um2 = 8130
die_width_um = 111
rows = 33
die_h_um = 111

[detailed_routing]
wirelength_mm = 6.68
viasPerCell = 4.75
avgRoutedWirePerCell_um = 12.8
drt_iter0_markers = 78
antenna_cells = 0
drc = 0
drtPass1Iterations = 5
vias = 2480
ant_nets = 0

[global_routing]
grt_pass1_vias = 2484
grtUsageTotal_pct = 10.4
antenna_found_initial = 0
grt_overflow = 0
grt_first_pass_wirelength_mm = 11.4
grt_max_degree = 18

[synthesis]
syn-cell-area_um2 = 2280
syn_avg_cell_area_um2 = 6.96
yosys_area_um2 = 2280
ys_seq_share_pct = 0
ys_types = 52
yosys_warnings = 1
syn-instance-count = 328
yosys_cells = 328

[layout]
final_cell_count_no_fill = 522
clkbuf_count = 0
syn2layout_area_growth_pct = 44.6
seq_cell_count = 0
layout-drive-gt1-share_pct = 2.40
regArea_um2 = 0

[min_path]
hp-class = in -> out

[power]
leakage_nw = 1.56
power_density_nw_per_um2 = 63.9
finalPower_uw = 211
ir_drop_uv = 25.7

[run_status]
status = finished clean
## synth_stat cells, types with 2 or more instances
| library cell | instances | share of area, % |
|---|---|---|
| a2111oi_0 | 2 | 0.77 |
| a211oi_1 | 4 | 1.3 |
| a21o_1 | 7 | 2.3 |
| a21oi_1 | 20 | 4.4 |
| a22oi_1 | 8 | 2.6 |
| a31oi_1 | 2 | 0.55 |
| and2_1 | 3 | 0.82 |
| and3_1 | 2 | 0.55 |
| buf_2 | 2 | 0.44 |
| buf_4 | 4 | 1.3 |
| buf_6 | 2 | 0.99 |
| fa_1 | 3 | 2.6 |
| ha_1 | 52 | 29 |
| inv_1 | 51 | 8.4 |
| nand2_1 | 14 | 2.3 |
| nand2b_1 | 7 | 1.9 |
| nand3_1 | 3 | 0.66 |
| nand4_1 | 6 | 1.6 |
| nor2_1 | 42 | 6.9 |
| nor2_2 | 2 | 0.55 |
| nor2b_1 | 5 | 1.4 |
| nor3_1 | 15 | 3.3 |
| nor4_1 | 2 | 0.55 |
| o2111ai_1 | 2 | 0.77 |
| o21a_1 | 7 | 2.3 |
| o21ai_0 | 11 | 2.4 |
| o21ai_1 | 6 | 1.3 |
| o31a_1 | 3 | 1.2 |
| o31ai_1 | 2 | 0.66 |
| or2_1 | 2 | 0.55 |
| xnor2_1 | 13 | 5.0 |
| xor2_1 | 4 | 1.5 |
## report_power, final
| part | total, mW | switching (mW) | internal [mW] |
|---|---|---|---|
| logic | 0.211 | 0.0948 | 0.116 |
| clock network | 0 | 0 | 0 |
| registers | 0 | 0 | 0 |
## metal layers
metal | routed length, um | track usage [%] | part of all wire (%)
met5 | 0 | 0 | 0
met4 | 0 | 0 | 0
met3 | 420 | 1.92 | 6.3
met2 | 2940 | 16.9 | 44
met1 | 3320 | 14.7 | 50
## how the worst min path moves through the flow
stage	startpoint	endpoint	slack [ps]	cells past startpoint
4_1_cts	mem_value[2]	G[0]	4650	4
5_1_grt	mem_value[2]	G[0]	4690	4
6_report	mem_value[7]	R[2]	4650	4
## cell usage in the layout (no fill, tap or decap), types with 3 or more instances in the layout
cell	count
o21ai_0	11
o21a_1	7
a211oi_1	4
nor2_1	42
inv_1	51
clkdlybuf4s50_1	93
nand3_1	3
nor3_1	15
a22oi_1	8
nand2_1	14
nand4_1	6
xnor2_1	13
a21oi_1	20
a21o_1	7
nor2b_1	5
o31a_1	3
and2_1	3
xor2_1	4
o21ai_1	6
fa_1	3
ha_1	52
nand2b_1	7
conb_1	4
## final cells by class
cell class                 count  area [um2]
tap                          105         131
fill                         832        4830
timing repair buffer          94         938
multi-input combinational    272        2040
inverter                      51         191
## kinds of logic after synthesis
family          synth area share, %
fa+ha+maj                      31.1
compound gates                 26.4
simple gates                   23.5
mux                           0.439
buf+inv                        11.1
other cells                   0.164
xor+xnor                       7.24
## worst max-delay path: stages
cell,delay (ps)
clkdlybuf4s50_1,450
inv_1,40
ha_1,360
o21ai_1,170
a21oi_2,60
o31a_1,340
o21ai_1,190
o21a_1,330
or2_1,310
nor2_1,100
ha_1,220
a21o_1,150
a21oi_1,220
o21ai_0,150
a2111oi_1,560
o31ai_1,150
a21oi_1,190
xnor2_1,150
clkdlybuf4s50_1,500
## stage by stage
stage	cell area [um2]	utilization, %
5_1_grt	3300	40.6
3_3_place_gp	3300	40.6
6_report	3300	40.6
4_1_cts	3300	40.6
3_5_place_dp	3300	40.6
2_1_floorplan	2290	-
